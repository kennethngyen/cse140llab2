`/design/flow/run.sh`:
```
#!/bin/bash
# OpenROAD 26Q1-2900-gdf79404cd8, Yosys 0.63+post, stock flow scripts
make -C /OpenROAD-flow-scripts/flow DESIGN_CONFIG=/design/flow/config.mk WORK_HOME=/design/flow/orfs finish
```
`/design/flow/config.mk`:
```
export PLATFORM = sky130hd
export DESIGN_NAME = Top_Level
export DESIGN_NICKNAME = Top_Level
export VERILOG_FILES = /design/flow/design.v
export SDC_FILE = /design/flow/constraint.sdc
export NUM_CORES = 4
export LEC_CHECK = 1
export CORE_UTILIZATION = 50
```
`/design/flow/constraint.sdc`:
```
current_design Top_Level

set clk_period 5.3
set clk_io_pct 0.2

create_clock -name clk0 -period $clk_period [get_ports {Pulse}]

set non_clock_inputs [all_inputs -no_clocks]
set_input_delay [expr $clk_period * $clk_io_pct] -clock clk0 $non_clock_inputs
set_output_delay [expr $clk_period * $clk_io_pct] -clock clk0 [all_outputs]
```
`/design/flow/design.v`:
```
module Top_Level #(parameter NS=60, NH=24)(
  input Reset,
        Timeset, 	   
        Alarmset,	   
		Minadv,
		Hrsadv,
		Alarmon,
		Pulse,		   
  output [6:0] S1disp, S0disp, 	    
               M1disp, M0disp, 
               H1disp, H0disp,
  output logic Buzz);	            
  logic[6:0] TSec, TMin, THrs,      
             AMin, AHrs;		    
  logic[6:0] Min, Hrs;
  logic S_max, M_max, H_max, 	    
        TMen, THen, AMen, AHen; 
  ct_mod_N  Sct(
    .clk(Pulse), .rst(Reset), .en(!Timeset), .modulus(NS),
    .ct_out(TSec), .ct_max(S_max));
  ct_mod_N Mct(
    .clk(Pulse), .rst(Reset), .en(S_max || Timeset && Minadv), .modulus(NS),
    .ct_out(TMin), .ct_max(M_max));
  ct_mod_N  Hct(
    .clk(Pulse), .rst(Reset), .en(M_max && S_max || Timeset && Hrsadv), .modulus(NH),
    .ct_out(THrs), .ct_max(H_max));
  ct_mod_N Mreg(
    .clk(Pulse), .rst(Reset), .en(Alarmset && Minadv), .modulus(NS),
    .ct_out(AMin), .ct_max()  ); 
  ct_mod_N  Hreg(
    .clk(Pulse), .rst(Reset), .en(Alarmset && Hrsadv), .modulus(NH),
    .ct_out(AHrs), .ct_max() ); 
  lcd_int Sdisp(					   
    .bin_in    (TSec),
	.Segment1  (S1disp),
	.Segment0  (S0disp)
	);
  lcd_int Mdisp(
    .bin_in    (Alarmset ? AMin : TMin),
    .Segment1  (M1disp),
    .Segment0  (M0disp)
	);
  lcd_int Hdisp(
    .bin_in    (Alarmset ? AHrs : THrs),
    .Segment1  (H1disp),
    .Segment0  (H0disp)
	);
  alarm a1(
    .tmin(TMin), .amin(AMin), .thrs(THrs), .ahrs(AHrs), .buzz(Buzz), .enable(Alarmon)
  );
endmodule
module alarm(
  input[6:0]   tmin,
               amin,
			   thrs,
			   ahrs,					
         enable,	 
  output logic buzz
);
  always_comb
    buzz = tmin == amin && thrs == ahrs && enable;
endmodule
module ct_mod_N( 
  input             clk, 
                    rst, 	    
                    en,		    
  input       [6:0] modulus,    
  output logic[6:0] ct_out,	    
  output logic      ct_max);    
  always_ff @(posedge clk)	 begin :clk_loop
    if(rst)	begin      :reset_loop
	  ct_out <= 'b0;
	end			       :reset_loop
	else if(en)	begin  :inc_loop
      if(ct_out == modulus-1) ct_out <= 'b0;
	  else                    ct_out <= ct_out + 'b1;
    end				   :inc_loop
  end	  :clk_loop
    always_comb begin 
        ct_max = ct_out==(modulus-1); 
    end   
endmodule
module lcd_int(
  input[6:0] bin_in,
  output logic [6:0] Segment1,
                     Segment0);
  logic[3:0] bin0;			   
  assign bin0 = bin_in % 10;   
  logic[3:0] bin1;
  assign bin1 = bin_in/10;
  always_comb case(bin0) 
    4'b0000 : Segment0 = 7'h7E;	    
    4'b0001 : Segment0 = 7'h30;	    
    4'b0010 : Segment0 = 7'h6D;				  
    4'b0011 : Segment0 = 7'h79;				  
    4'b0100 : Segment0 = 7'h33;          	  
    4'b0101 : Segment0 = 7'h5B;
    4'b0110 : Segment0 = 7'h5F;
    4'b0111 : Segment0 = 7'h70;	    
    4'b1000 : Segment0 = 7'h7F;	    
    4'b1001 : Segment0 = 7'h7B;
	default : Segment0 = 7'h00;
  endcase
    always_comb case(bin1) 
    4'b0000 : Segment1 = 7'h7E;
    4'b0001 : Segment1 = 7'h30;
    4'b0010 : Segment1 = 7'h6D;
    4'b0011 : Segment1 = 7'h79;
    4'b0100 : Segment1 = 7'h33;          
    4'b0101 : Segment1 = 7'h5B;
    4'b0110 : Segment1 = 7'h5F;
    4'b0111 : Segment1 = 7'h70;
    4'b1000 : Segment1 = 7'h7F;
    4'b1001 : Segment1 = 7'h7B;
	default : Segment1 = 7'h00;
  endcase
endmodule
```
==> results.py <==
# Metrics from the implementation run
metrics = {
    "timing": {
        "finalHoldViolations": 0,
        "max-slew-margin-rel_pct": 57.2,
        "skew_ns": 0.0116,
        "final-max-slew-violation-count": 0,
        "layout_setup_ws_ns": -0.188,
        "tightest_slew_ns": 0.639,
        "period_used_pct": 104,
        "period_needed_ns": 5.49,
        "clock.fmax_mhz": 182,
        "finalSetupViolCount": 18,
        "rsz0062_at_grt": "true",
    },
    "yosys": {
        "yosys.area_share.aoi_pct": 24.0,
        "topCombFamilyByArea": "simple AND/OR/NAND/NOR gates",
        "edf_count": 0,
        "synth.distinct_cells": 82,
        "async_flop_share_pct": 0,
        "ys_cells": 665,
        "ys_seq_elements": 35,
        "ff_type": "dfxtp_1",
        "simple_gate_area_share_pct": 24.5,
        "mux_share_pct": 10.7,
        "xor_share_pct": 8.85,
        "ys_seq_share_pct": 13.9,
        "syn_inst": 665,
        "syn_avg_cell_area_um2": 7.57,
        "ys_area_um2": 5030,
        "syn_area_um2": 5030,
        "synthAdderAreaFrac_pct": 12.7,
        "yosysWarnings": 9,
    },
    "setup_path": {
        "critical_path_buf_inv_count": 7,
        "arrival_ns": 4.43,
        "path_max_fanout": 5,
        "cp_data_required_time_ns": 4.24,
        "crit_chain": "buf_12 -> buf_12 -> buf_8 -> nor3_4 -> nor2_2 -> ha_4 -> nor4b_4 -> mux2i_1 -> or4_4 -> nor4b_4 -> a311oi_2 -> ha_2 -> a41oi_2 -> xnor2_2 -> buf_4 -> buf_6 -> buf_6 -> mux2i_1 -> o22ai_1 -> buf_2",
        "startpoint_type": "input port",
        "worstSetupPathType": "in -> out",
        "slowest_stage": "or4_4",
        "slowest_delay_ns": 0.54,
        "end_kind": "primary output",
        "crit_family": "simple AND/OR/NAND/NOR gates",
    },
    "floorplan": {
        "design.core.area_um2": 9770,
        "initial_core_util_pct": 51.5,
        "num_rows": 36,
        "die_height_um": 102,
        "dieArea_um2": 10500,
        "die_x_um": 102,
        "ios": 50,
    },
    "clock_tree": {
        "clkLatencyLatePin_ns": 0.29,
        "cts_tree": "yes",
        "clk_pin_slew_ns": 0.07,
        "hold_buffers": 0,
        "root_buffer": "clkbuf_8",
        "htree_num_levels": 2,
        "clockBufferDepth": 2,
        "clock-sinks": 35,
        "cts_buffers": 5,
    },
    "status": {
        "violations": "negative setup slack",
        "status": "finished, violations left",
    },
    "finish": {
        "fin_cells": 984,
        "area_delta_synth_final_pct": 48.9,
        "final_core_util_pct": 76.6,
        "design_area_um2": 7490,
        "drive_gt1_share_pct": 36.3,
    },
    "detailed_routing": {
        "drtIter0Drc": 176,
        "drt-total-wl_um": 14300,
        "first_pass_iters": 5,
        "antennaDiodeCount": 0,
        "vias": 5580,
        "wl_per_cell_um": 14.5,
        "detail-route-antenna-nets": 0,
        "via_per_inst": 5.67,
        "drc": 0,
    },
    "global_route": {
        "grt_max_degree": 19,
        "grt-ovfl-total": 0,
        "grt.total_usage_pct": 26.1,
        "antenna_found_initial": 0,
        "grt_pass1_wl_um": 22200,
        "grt_pass1_vias": 4811,
    },
    "power_and_ir_drop": {
        "power_w": 0.000691,
        "peakVddDrop_mv": 0.183,
        "leakage_nw": 3.30,
        "p_per_area_nw_per_um2": 92.2,
    },
    "run": {
        "max-cap-violations": 0,
        "warning_count": 58,
    },
    "placed_design": {
        "post-place-ws_ns": -0.900,
        "dp_cells": 911,
        "gp_congestion": 0.913,
        "dpl_cell_area_um2": 6380,
        "post-dp-hpwl_um": 9390,
        "io_buffers": 49,
    },
    "worst_hold_path": {
        "hp-class": "reg -> reg",
    },
}
stage by stage:
step	TNS, ns	hold WS (ns)
2_1_floorplan	-0.174	0.498
3_3_place_gp	-19.37	0.524
3_5_place_dp	-20.53	0.532
4_1_cts	-1.19	0.546
5_1_grt	-4.95	0.568
6_report	-1.62	0.539
final timing paths:
| path | from | to | slack (ns) | depth (start not counted) |
|---|---|---|---|---|
| setup / recovery | Alarmset | M0disp[1] | -0.19 | 20 |
| hold / removal | Mreg.ct_out[1] | Mreg.ct_out[1] | 0.54 | 2 |
| setup reg to reg | Sct.ct_out[3] | Hct.ct_out[5] | 2.80 | 9 |
| hold reg to reg | Mreg.ct_out[1] | Mreg.ct_out[1] | 0.54 | 2 |
worst reg2reg max path, delay by kind of cell (launching register included):
kind | cells | cell delay, ns
and+or+nand+nor | 5 | 0.98
AOI/OAI and AO/OA | 1 | 0.33
DFF | 1 | 0.50
buffers and inverters | 2 | 0.46
xor gates and xnor gates | 1 | 0.15
area by class of cell:
type / instances / area (µm²)
fillers: 673 / 2280
inverters: 33 / 126
flip-flops and latches: 35 / 703
clock buffers: 5 / 68.8
repair buffers: 210 / 1760
multi-input cells: 565 / 4630
well taps: 133 / 166
clock inverters: 3 / 43.8
repair_timing:
| item | 4_1_cts | 5_1_grt |
|---|---|---|
| setup buffers | 42 | 22 |
| endpoints found under the setup margin | 32 | 34 |
| pin swaps | 59 | 42 |
| cloned | 2 | 0 |
| resized | 135 | 59 |
metal layers:
layer  vias to the layer above  wire, µm  track usage [%]
li1                       2807         -                -
met1                      2605      7110             40.4
met2                       146      6410             41.6
met3                        22       630             1.81
met4                         0       164             2.97
met5                         -         0                0
synthesized netlist by cell type, drive strengths merged, types with 4 or more instances:
library cell	n	area, µm²
nand2	68	258
nor2	67	251
ha	51	638
o21ai	42	210
mux2i	37	390
dfxtp	35	701
inv	31	116
xnor2	31	279
a21oi	30	150
clkbuf	20	75.1
nand3	20	100
xor2	19	166
a21o	15	113
nand4	14	93.8
and2	13	83.8
mux2	13	146
buf	12	71.3
o211ai	10	88.8
o22ai	9	56.3
or3	9	56.3
nor3	8	50.1
and3	7	43.8
nand2b	6	37.5
a221oi	5	43.8
nor2b	5	31.3
nor4	5	31.3
nor4b	5	58.8
or2	5	31.3
a211oi	4	30.0
a31oi	4	25.0
o41ai	4	35.0
where the power goes:
part | switching, W | internal (W) | total, W
combinational | 0.0000777 | 0.0000932 | 0.000171
clock | 0.000102 | 0.000140 | 0.000242
sequential | 0.00000878 | 0.000269 | 0.000278
placed cells by master, fill, tap and decap left out, types with 13 or more instances in the layout:
| cell type | synthesis | final |
|---|---|---|
| buf_4 | 0 | 139 |
| buf_6 | 2 | 19 |
| xnor2_1 | 30 | 27 |
| ha_1 | 51 | 34 |
| nand2_1 | 67 | 59 |
| a21o_1 | 15 | 15 |
| mux2i_1 | 34 | 31 |
| nand3_1 | 20 | 20 |
| inv_1 | 28 | 22 |
| dfxtp_1 | 35 | 33 |
| o21ai_1 | 3 | 13 |
| o21ai_0 | 39 | 25 |
| a21oi_1 | 30 | 26 |
| clkdlybuf4s50_1 | 0 | 21 |
| xor2_1 | 19 | 19 |
| nor2_1 | 67 | 59 |
| nand4_1 | 13 | 13 |
flip-flops by register name, indices dropped and copies added, names as in the netlist:
name	count
Mct.ct_out	7
Hct.ct_out	7
Sct.ct_out	7
Hreg.ct_out	7
Mreg.ct_out	7
logic make-up (layout without fill, tap and decap cells):
| kind of cell | Yosys count | in the layout |
|---|---|---|
| DFF | 35 | 35 |
| muxes | 50 | 50 |
| xor gates and xnor gates | 50 | 50 |
| AOI/OAI and AO/OA | 172 | 172 |
| and+or+nand+nor | 242 | 242 |
| adders and majority gates | 51 | 51 |
| buffers and inverters | 65 | 251 |
Power and IR drop assume default switching activity.
